## run.sh

```bash
#!/bin/bash
# OpenROAD 26Q1-2900-gdf79404cd8, Yosys 0.63+post, stock flow scripts
make -C /OpenROAD-flow-scripts/flow DESIGN_CONFIG=/design/flow/config.mk WORK_HOME=/design/flow/orfs finish
```

## config.mk

```make
export PLATFORM = sky130hd
export DESIGN_NAME = regfile32x32
export DESIGN_NICKNAME = regfile32x32
export VERILOG_FILES = /design/flow/design.v
export SDC_FILE = /design/flow/constraint.sdc
export NUM_CORES = 4
export LEC_CHECK = 1
export CORE_UTILIZATION = 50
```

## constraint.sdc

```tcl
current_design regfile32x32

set clk_period 6.5
set clk_io_pct 0.2

create_clock -name clk0 -period $clk_period [get_ports {clk}]

set non_clock_inputs [all_inputs -no_clocks]
set_input_delay [expr $clk_period * $clk_io_pct] -clock clk0 $non_clock_inputs
set_output_delay [expr $clk_period * $clk_io_pct] -clock clk0 [all_outputs]
```

## design.v

```verilog
module regfile32x32(
  input  wire        clk,
  input  wire        rstn,
  input  wire [4:0]  rs1, rs2, rd,
  input  wire [31:0] wd,
  input  wire        we,
  output wire [31:0] rd1, rd2
);
  reg [31:0] regs [0:31];
  integer i;
  always @(posedge clk or negedge rstn) begin
    if (!rstn)
      for (i=0;i<32;i=i+1) regs[i] <= 0;
    else if (we && rd!=0)
      regs[rd] <= wd;
  end
  assign rd1 = (rs1==0)?0:regs[rs1];
  assign rd2 = (rs2==0)?0:regs[rs2];
endmodule
```

==> impl_metrics.ini <==
; generated from flow reports
[worst_setup_path]
crit_path_max_fanout = 82
path_buffers = 4
reg2reg_depth = 1
endpoint_kind = primary output
cpMaxStageDelayCell = clkdlybuf4s50_1
start_kind = input port
required_ps = 5200
cp_common_cell = clkdlybuf4s50_1
criticalPathCategory = in -> out
max_stage_delay_ps = 1010
crit_cells = 9
cpLargestDelayFamily = buffers and inverters
path_cells = clkdlybuf4s50_1 -> buf_4 -> nor3_2 -> buf_12 -> nand3_1 -> nand4_1 -> a2111oi_0 -> a21oi_1 -> clkdlybuf4s50_1
worstPathArrival_ps = 5150

[synthesis]
synth_seq_share = 0.468
synth_cell_types = 73
ys_ff = 992
ys.warnings.count = 2
ys_chip_area_um2 = 53000
synth-edff-count = 0
yosys_most_used_dff = dfrtp_1
synth_cells = 4998
async_reset_ff_frac = 1.00
syn_avg_cell_area_um2 = 10.6
syn_area_um2 = 53000
ys_cells = 4998

[die]
num_rows = 119
dieHeight_um = 328
io_pins = 114
coreArea_um2 = 105000
chip_area_um2 = 107000
die_x_um = 328
initial_core_util = 0.504

[cts]
hold_buffers = 0
clkSinkCount = 992
cts_htree_levels = 3
cts_setup_buffers = 0
cts_buffer_depth = 3
cts-root-buf = clkbuf_16
clk_pin_slew_ps = 60
ctsResizeCount = 0
numCtsBuffers = 109
clock_latency_ps = 720
cts_tree = done

[power]
power_density_nw_per_um2 = 297
total_leakage_power_nw = 25.8
ir_drop_mv = 0.267

[final_timing]
rsz0062_at_grt = no
drv_slew = 0
max_freq_ghz = 0.155
hold_violations = 0
finalSetupViolCount = 0
period_minus_slack_ps = 6450
worstMarginPinSlew_ps = 1230
fin_crit_sh = 0.992
maxSlewHeadroom = 0.161
clock_skew_ps = 0
finalSetupTns_ps = 0

[route]
via_per_inst = 7.57
dr.pass1.iters = 24
vias = 48733
drt-initial-drc-count = 7085
ant_nets = 0
totalWireLength_um = 259000
drcViolationCount = 0
drt-wirelength-per-cell_um = 40.3

[grt]
antenna_found_initial = 19
grt_pass1_wl_um = 362000
grt_usage = 0.505
overflow = 0
grt_max_degree = 130
grt_pass1_vias = 47162

[hold_path]
holdPathStages = 1
hold_path.class = reg -> reg

[cells_and_area]
top_regs = regs x992
area_delta_synth_final_pct = 13.7
largest_reg_flops = 992
drive_gt1_frac = 0.311
fill_cells = 8809
stdcell_count = 6434
final_common_cell = nand3_1
final_cell_mix = nand3_1 (1132), mux2_2 (998), dfrtp_1 (992), nand4_1 (290), buf_4 (243)
regMostFlops = regs

[placement]
place.gp.congestion = 1.05
portBuffers = 113
dp_hpwl_um = 154000
placed_cells = 6212

[run_status]
outcome = completed

[run]
cap_violations = 0
warnings = 41
==> final timing paths <==
path | start | to | slack (ps)
worst min-delay path | regs[11][13]$_DFFE_PN0P_ | regs[11][13]$_DFFE_PN0P_ | 520
worst max register to register | regs[28][6]$_DFFE_PN0P_ | regs[28][6]$_DFFE_PN0P_ | 5570
worst min register to register | regs[11][13]$_DFFE_PN0P_ | regs[11][13]$_DFFE_PN0P_ | 520
worst max-delay path | rs2[2] | rd2[19] | 50
max in group asynchronous | rstn | regs[15][15]$_DFFE_PN0P_ | 4200
min in group asynchronous | rstn | regs[27][28]$_DFFE_PN0P_ | 560
==> routing by layer <==
metal,global-route usage,up-vias,part of all wire
met3,0.327,1301,0.18
met4,0.291,25,0.076
li1,-,18880,-
met5,0.0444,-,0.0028
met2,0.646,4307,0.39
met1,0.646,24220,0.35
==> cells in the mapped netlist (4+ instances only) <==
cell type | n | area, um^2
and2_0 | 5 | 31.3
a32o_1 | 6 | 60.1
a31oi_1 | 53 | 332
o21ai_0 | 11 | 55.1
mux2i_1 | 14 | 140
a211oi_1 | 5 | 37.5
or3_1 | 4 | 25.0
o211ai_1 | 4 | 30.0
a21oi_1 | 107 | 536
clkbuf_1 | 270 | 1010
nor2_2 | 6 | 37.5
a221o_1 | 29 | 290
a32oi_1 | 8 | 70.1
buf_6 | 10 | 113
nand4_1 | 290 | 1810
and3b_1 | 11 | 96.3
buf_1 | 86 | 323
a22o_1 | 39 | 342
and4_1 | 27 | 236
a222oi_1 | 20 | 200
a211o_1 | 4 | 35.0
nand3_1 | 1134 | 5680
mux2_2 | 998 | 11200
nand3b_1 | 9 | 67.6
nor2_1 | 36 | 135
nor2b_1 | 15 | 93.8
nor4bb_1 | 8 | 80.1
a22oi_1 | 156 | 1170
a221oi_1 | 7 | 61.3
dfrtp_1 | 992 | 24800
nand2_1 | 57 | 214
buf_2 | 202 | 1010
nand2b_1 | 9 | 56.3
nor3_2 | 4 | 40.0
a2111oi_0 | 33 | 289
and2_1 | 23 | 144
and3_1 | 132 | 826
buf_4 | 7 | 52.6
nor4_1 | 76 | 475
nor3_1 | 24 | 120
nor3b_1 | 10 | 75.1
a41oi_1 | 4 | 35.0
nand4b_1 | 4 | 35.0
o31a_1 | 7 | 61.3
==> cells by family (layout without fill, tap and decap cells) <==
| kind of cell | count (synthesis) | count (layout) | synth area share |
|---|---|---|---|
| other | 0 | 26 | 0 |
| AND/OR/NAND/NOR | 1903 | 1903 | 0.197 |
| flip-flops | 992 | 992 | 0.468 |
| AND-OR/OR-AND | 511 | 511 | 0.0713 |
| buffers and inverters | 578 | 597 | 0.0476 |
| multiplexers | 1014 | 1014 | 0.215 |
==> power by group <==
group | switching [W] | total, W | internal (W)
Combinational | 0.00139 | 0.00276 | 0.00137
Sequential | 0.00112 | 0.00850 | 0.00737
Clock | 0.00269 | 0.00662 | 0.00393
==> through the flow <==
step            util  power (W)  hold WS, ps  worst slack, ps  cell area (um^2)
6_report       0.573     0.0179          525             50.0             60300
4_1_cts        0.572     0.0178          520              385             60200
2_1_floorplan      -    0.00979          485             2500             53000
5_1_grt        0.572     0.0184          537              143             60200
3_5_place_dp   0.536     0.0112          507              399             56400
3_3_place_gp   0.536     0.0112          501              406             56400
==> final cells by class <==
cell class                      count  area, um^2  area share
Sequential cell                   992       24800       0.412
Multi-Input combinational cell   3428       26000       0.432
Clock inverter                     39         524     0.00870
Tap cell                         1391        1740      0.0289
Timing Repair Buffer              399        3820      0.0633
Inverter                            2        7.51    0.000125
Antenna cell                       26        65.1     0.00108
Clock buffer                      157        3250      0.0540
No activity file was given, so power comes from the tool's default toggle rates.
